===== flow/config.mk =====
export PLATFORM = sky130hd
export DESIGN_NAME = I2C_CCD_Config
export DESIGN_NICKNAME = I2C_CCD_Config
export VERILOG_FILES = /design/flow/design.v
export SDC_FILE = /design/flow/constraint.sdc
export NUM_CORES = 4
export LEC_CHECK = 1
export CORE_UTILIZATION = 30

===== flow/constraint.sdc =====
current_design I2C_CCD_Config

set clk_period 8.7
set clk_io_pct 0.2

create_clock -name clk0 -period $clk_period [get_ports {iCLK}]

set non_clock_inputs [all_inputs -no_clocks]
set_input_delay [expr $clk_period * $clk_io_pct] -clock clk0 $non_clock_inputs
set_output_delay [expr $clk_period * $clk_io_pct] -clock clk0 [all_outputs]

===== flow/design.v =====
module I2C_CCD_Config (	 
						iCLK,
						iRST_N,
						iUART_CTRL,
						iZOOM_MODE_SW,
						iEXPOSURE_ADJ,
						iEXPOSURE_DEC_p,
						I2C_SCLK,
						I2C_SDAT
						);
input			iCLK;
input			iRST_N;
input 			iUART_CTRL;
input 			iZOOM_MODE_SW;
output		I2C_SCLK;
inout		I2C_SDAT;
reg	[15:0]	mI2C_CLK_DIV;
reg	[31:0]	mI2C_DATA;
reg			mI2C_CTRL_CLK;
reg			mI2C_GO;
wire		mI2C_END;
wire		mI2C_ACK;
reg	[23:0]	LUT_DATA;
reg	[5:0]	LUT_INDEX;
reg	[3:0]	mSetup_ST;
input 		iEXPOSURE_ADJ;
input		iEXPOSURE_DEC_p;	
parameter 	default_exposure 			= 16'h07c0;
parameter 	exposure_change_value	 	= 16'd200;
reg	[24:0]	combo_cnt;
wire		combo_pulse;
reg	[1:0]	izoom_mode_sw_delay;
reg	[3:0]	iexposure_adj_delay;
wire		exposure_adj_set;	
wire		exposure_adj_reset;
reg	[15:0]	senosr_exposure;
wire [23:0] sensor_start_row;
wire [23:0] sensor_start_column;
wire [23:0] sensor_row_size;
wire [23:0] sensor_column_size; 
wire [23:0] sensor_row_mode;
wire [23:0] sensor_column_mode;
assign sensor_start_row 		= iZOOM_MODE_SW ?  24'h010036 : 24'h010000;
assign sensor_start_column 		= iZOOM_MODE_SW ?  24'h020010 : 24'h020000;
assign sensor_row_size	 		= iZOOM_MODE_SW ?  24'h0303BF : 24'h03077F;
assign sensor_column_size 		= iZOOM_MODE_SW ?  24'h0404FF : 24'h0409FF;
assign sensor_row_mode 			= iZOOM_MODE_SW ?  24'h220000 : 24'h220011;
assign sensor_column_mode		= iZOOM_MODE_SW ?  24'h230000 : 24'h230011;
always@(posedge iCLK or negedge iRST_N)
	begin
		if (!iRST_N)
			begin
				iexposure_adj_delay <= 0;
			end
		else 
			begin
				iexposure_adj_delay <= {iexposure_adj_delay[2:0],iEXPOSURE_ADJ};		
			end	
	end
assign 	exposure_adj_set = ({iexposure_adj_delay[0],iEXPOSURE_ADJ}==2'b10) ? 1 : 0 ;
assign  exposure_adj_reset = ({iexposure_adj_delay[3:2]}==2'b10) ? 1 : 0 ;		
always@(posedge iCLK or negedge iRST_N)
	begin
		if (!iRST_N)
			senosr_exposure <= default_exposure;
		else if (exposure_adj_set|combo_pulse)
			begin
				if (iEXPOSURE_DEC_p)
					begin
						if ((senosr_exposure < exposure_change_value)||
							(senosr_exposure == 16'h0))
							senosr_exposure <= 0;
						else	
							senosr_exposure <= senosr_exposure - exposure_change_value;
					end		
				else
					begin
						if (((16'hffff -senosr_exposure) <exposure_change_value)||
							(senosr_exposure == 16'hffff))
							senosr_exposure <= 16'hffff;
						else
							senosr_exposure <= senosr_exposure + exposure_change_value;	
					end		
			end
	end			
always@(posedge iCLK or negedge iRST_N)
	begin
		if (!iRST_N)
			combo_cnt <= 0;
		else if (!iexposure_adj_delay[3])
			combo_cnt <= combo_cnt + 1;
		else
			combo_cnt <= 0;	
	end
assign combo_pulse = (combo_cnt == 25'h1fffff) ? 1 : 0;				
wire	i2c_reset;		
assign i2c_reset = iRST_N & ~exposure_adj_reset & ~combo_pulse ;
parameter	CLK_Freq	=	50000000;	 
parameter	I2C_Freq	=	20000;		 
parameter	LUT_SIZE	=	25;
always@(posedge iCLK or negedge i2c_reset)
begin
	if(!i2c_reset)
	begin
		mI2C_CTRL_CLK	<=	0;
		mI2C_CLK_DIV	<=	0;
	end
	else
	begin
		if( mI2C_CLK_DIV	< (CLK_Freq/I2C_Freq) )
		mI2C_CLK_DIV	<=	mI2C_CLK_DIV+1;
		else
		begin
			mI2C_CLK_DIV	<=	0;
			mI2C_CTRL_CLK	<=	~mI2C_CTRL_CLK;
		end
	end
end
I2C_Controller 	u0	(	.CLOCK(mI2C_CTRL_CLK),		 
						.I2C_SCLK(I2C_SCLK),		 
 	 	 	 	 	 	.I2C_SDAT(I2C_SDAT),		 
						.I2C_DATA(mI2C_DATA),		 
						.GO(mI2C_GO),      			 
						.END(mI2C_END),				 
						.ACK(mI2C_ACK),				 
						.RESET(i2c_reset)
					);
always@(posedge mI2C_CTRL_CLK or negedge i2c_reset)
begin
	if(!i2c_reset)
	begin
		LUT_INDEX	<=	0;
		mSetup_ST	<=	0;
		mI2C_GO		<=	0;
	end
	else if(LUT_INDEX<LUT_SIZE)
		begin
			case(mSetup_ST)
			0:	begin
					mI2C_DATA	<=	{8'hBA,LUT_DATA};
					mI2C_GO		<=	1;
					mSetup_ST	<=	1;
				end
			1:	begin
					if(mI2C_END)
					begin
						if(!mI2C_ACK)
						mSetup_ST	<=	2;
						else
						mSetup_ST	<=	0;							
						mI2C_GO		<=	0;
					end
				end
			2:	begin
					LUT_INDEX	<=	LUT_INDEX+1;
					mSetup_ST	<=	0;
				end
			endcase
		end
end
always
begin
	case(LUT_INDEX)
	0	:	LUT_DATA	<=	24'h000000;
	1	:	LUT_DATA	<=	24'h20c000;				 
	2	:	LUT_DATA	<=	{8'h09,senosr_exposure}; 
	3	:	LUT_DATA	<=	24'h050000;				 
	4	:	LUT_DATA	<=	24'h060019;				 
	5	:	LUT_DATA	<=	24'h0A8000;				 
	6	:	LUT_DATA	<=	24'h2B000b;				 
	7	:	LUT_DATA	<=	24'h2C000f;				 
	8	:	LUT_DATA	<=	24'h2D000f;				 
	9	:	LUT_DATA	<=	24'h2E000b;				 
	10	:	LUT_DATA	<=	24'h100051;				 
	11	:	LUT_DATA	<=	24'h111807;				 
	12	:	LUT_DATA	<=	24'h120002;				 
	13	:	LUT_DATA	<=	24'h100053;				 
	14	:	LUT_DATA	<=	24'h980000;				 
	15	:	LUT_DATA	<=	24'hA00000;				 
	16	:	LUT_DATA	<=	24'hA10000;				 
	17	:	LUT_DATA	<=	24'hA20FFF;				 
	18	:	LUT_DATA	<=	sensor_start_row 	;	 
	19	:	LUT_DATA	<=	sensor_start_column ;	 
	20	:	LUT_DATA	<=	sensor_row_size;		 
	21	:	LUT_DATA	<=	sensor_column_size;		 
	22	:	LUT_DATA	<=	sensor_row_mode;		 
	23	:	LUT_DATA	<=	sensor_column_mode;		 
	24	:	LUT_DATA	<=	24'h4901A8;				 
	default:LUT_DATA	<=	24'h000000;
	endcase
end
endmodule
module I2C_Controller (
	CLOCK,
	I2C_SCLK, 
 	I2C_SDAT, 
	I2C_DATA, 
	GO,       
	END,      
	ACK,       
	RESET
);
	input  CLOCK;
	input  [31:0]I2C_DATA;	
	input  GO;
	input  RESET;	
 	inout  I2C_SDAT;	
	output I2C_SCLK;
	output END;	
	output ACK;
reg SDO;
reg SCLK;
reg END;
reg [31:0]SD;
reg [6:0]SD_COUNTER;
wire I2C_SCLK=SCLK | ( ((SD_COUNTER >= 4) & (SD_COUNTER <=39))? ~CLOCK :0 );
wire I2C_SDAT=SDO?1'bz:0 ;
reg ACK1,ACK2,ACK3,ACK4;
wire ACK=ACK1 | ACK2 |ACK3 |ACK4;
always @(negedge RESET or posedge CLOCK ) begin
if (!RESET) SD_COUNTER=6'b111111;
else begin
if (GO==0) 
	SD_COUNTER=0;
	else 
	if (SD_COUNTER < 41) SD_COUNTER=SD_COUNTER+1;	
end
end
always @(negedge RESET or  posedge CLOCK ) begin
if (!RESET) begin SCLK=1;SDO=1; ACK1=0;ACK2=0;ACK3=0;ACK4=0; END=1; end
else
case (SD_COUNTER)
	6'd0  : begin ACK1=0 ;ACK2=0 ;ACK3=0 ;ACK4=0 ; END=0; SDO=1; SCLK=1;end
	6'd1  : begin SD=I2C_DATA;SDO=0;end
	6'd2  : SCLK=0;
	6'd3  : SDO=SD[31];
	6'd4  : SDO=SD[30];
	6'd5  : SDO=SD[29];
	6'd6  : SDO=SD[28];
	6'd7  : SDO=SD[27];
	6'd8  : SDO=SD[26];
	6'd9  : SDO=SD[25];
	6'd10 : SDO=SD[24];	
	6'd11 : SDO=1'b1; 
	6'd12  : begin SDO=SD[23]; ACK1=I2C_SDAT; end
	6'd13  : SDO=SD[22];
	6'd14  : SDO=SD[21];
	6'd15  : SDO=SD[20];
	6'd16  : SDO=SD[19];
	6'd17  : SDO=SD[18];
	6'd18  : SDO=SD[17];
	6'd19  : SDO=SD[16];
	6'd20  : SDO=1'b1; 
	6'd21  : begin SDO=SD[15]; ACK2=I2C_SDAT; end
	6'd22  : SDO=SD[14];
	6'd23  : SDO=SD[13];
	6'd24  : SDO=SD[12];
	6'd25  : SDO=SD[11];
	6'd26  : SDO=SD[10];
	6'd27  : SDO=SD[9];
	6'd28  : SDO=SD[8];
	6'd29  : SDO=1'b1; 
	6'd30  : begin SDO=SD[7]; ACK3=I2C_SDAT; end
	6'd31  : SDO=SD[6];
	6'd32  : SDO=SD[5];
	6'd33  : SDO=SD[4];
	6'd34  : SDO=SD[3];
	6'd35  : SDO=SD[2];
	6'd36  : SDO=SD[1];
	6'd37  : SDO=SD[0];
	6'd38  : SDO=1'b1; 
    6'd39 : begin SDO=1'b0;	SCLK=1'b0; ACK4=I2C_SDAT; end	
    6'd40 : SCLK=1'b1; 
    6'd41 : begin SDO=1'b1; END=1; end 
endcase
end
endmodule

===== flow/run.sh =====
#!/bin/bash
# OpenROAD 26Q1-2900-gdf79404cd8, Yosys 0.63+post, stock flow scripts
make -C /OpenROAD-flow-scripts/flow DESIGN_CONFIG=/design/flow/config.mk WORK_HOME=/design/flow/orfs finish

==> qor.csv <==
stage,metric,value,unit
power_and_ir_drop,Power Density,144,nW/um^2
clock_tree,# Post-CTS Setup Buffers,0,
setup_path,CP Max Fanout,21,
final_timing,Setup WS post-layout,5000,ps
yosys,top area contributor share,46.5,%
yosys,cells after synthesis,296,
floorplanning,Chip Height,102,microns
clock_tree,hold_buf cts,0,
final_timing,RSZ-0062 raised after global routing,false,
min_path,worst hold start,iexposure_adj_delay[1],
detailed_routing,total wire length,4.56,mm
setup_path,"Req. time, crit path",6960,ps
clock_tree,CTS HTree Levels,2,
final_timing,Final Hold Viols,0,
yosys,"top cells, area","dfrtp_1 (47%), dfstp_2 (7.8%), xnor2_1 (5.2%), nor2_1 (3.6%), ha_1 (3.3%)",
detailed_routing,post-route ant nets,0,
clock_tree,CTS tree,done,
detailed_routing,drt first pass iters,4,
yosys,"Chip Area, Yosys",3010,sq um
cells_and_area,layout cells sized above 1,9.27,%
setup_path,critical-path cell list,"a2111oi_0, or2_2, clkdlybuf4s50_1",
placed_design,Setup WS pre-CTS,5310,ps
power_and_ir_drop,Max VDD drop,0.000121,V
setup_path,worst path arrival time,1960,ps
floorplanning,Core Area,9770,sq um
detailed_routing,via count,2047,
floorplanning,Die Span X,102,microns
yosys,library cells used by synthesis,45,
setup_path,critical path's top delay family,flip-flops,
detailed_routing,antenna cells,0,
final_timing,count of unclocked register or latch pins,19,
run_status,status,"complete, no violations",
yosys,"flops & latches, synth",65,
final_timing,worst clock skew,5.62,ps
final_timing,Final Hold Slack,355,ps
cells_and_area,fill count,986,
clock_tree,Late-Pin Clk Latency,290,ps
setup_path,slowest CP cell,dfrtp_1,
setup_path,CP peak stage delay,600,ps
cells_and_area,"commonest non-fill, non-tap cells in the layout","dfrtp_1 (56), nor2_1 (28), nand2_1 (20)",
yosys,"Seq/Total Area, Yosys",54.4,%
min_path,Hold Crit Class,reg -> reg,
detailed_routing,# DRC,0,
floorplanning,die area,10400,sq um
setup_path,crit path launch type,flop,
placed_design,estimated wirelength of the detail-placed design,3.10,mm
yosys,asr flop ratio synth,100,%
yosys,"EDFF count, synth",0,
grt,GRT Overall Usage,10.1,%
setup_path,kind of critical path,reg -> out,
grt,first-pass GRT wire length,8.55,mm
floorplanning,Rows,36,
clock_tree,CTS Buf Count,5,
setup_path,Reg-to-Reg Start,combo_cnt[0],
power_and_ir_drop,cell leakage power,1.29,nW
final_timing,Final setup viols,0,
yosys,mean post-synth cell area,10.2,sq um
final_timing,"Min Clock Period, post-route",3700,ps
detailed_routing,wire per inst,10.5,microns
clock_tree,# resized after CTS,0,
yosys,Mapped Area,3010,sq um
grt,largest net degree at the start of global routing,37,
final_timing,Sum Neg Setup Slack,0,ps
clock_tree,clock root buffer,clkbuf_8,
grt,vias in the first global route,1958,
setup_path,critical path launch point,mI2C_CTRL_CLK,
grt,initial antenna violation count,0,
final_timing,Least-Margin Pin Slew,842,ps
grt,Congestion Overflow GR,0,
floorplanning,IO Count,8,
final_timing,f_max,270,MHz
final_timing,number of unconstrained endpoints,19,
yosys,number of synthesis warnings,3,
clock_tree,"Reg clk slew, reported paths",80,ps
cells_and_area,most used logic cell in the final layout,dfrtp_1,
cells_and_area,post-layout util,34.2,%
yosys,cell type with the largest total area,dfrtp_1,
yosys,cell count in the Yosys report,296,
cells_and_area,synth-to-layout area growth,11.0,%
placed_design,Port Buf Inserts,3,
final_timing,worst relative slew slack,43.9,%
run,max_cap viols,0,
final_timing,Tcrit/Tclk final,42.5,%
final_timing,Max Slew Vio Count,0,
floorplanning,FP Util,30.8,%
detailed_routing,Via density,4.71,
run,tool warnings,32,
setup_path,CP endpoint kind,primary output,
detailed_routing,DRT iter0 DRCs,58,
placed_design,RePlAce Congestion,0.787,
clock_tree,Clock Path Buffers,2,
setup_path,Crit path buffers/inverters,1,
yosys,main flop type,dfrtp_1,
[worst register-to-register path: stages (launching register included)]
cell,delay [ps]
dfrtp_1,390
ha_1,220
nand4_1,260
or4_1,730
or4_1,460
a21oi_1,150
[cells in the mapped netlist (3+ instances only)]
| library cell | instances |
|---|---|
| a21oi_1 | 14 |
| clkbuf_1 | 9 |
| dfrtp_1 | 56 |
| dfstp_2 | 9 |
| ha_1 | 8 |
| inv_1 | 15 |
| nand2_1 | 20 |
| nand2b_1 | 3 |
| nand3_1 | 18 |
| nand4_1 | 6 |
| nor2_1 | 29 |
| nor3_1 | 8 |
| nor4_1 | 8 |
| o21ai_0 | 15 |
| o31ai_1 | 7 |
| or2_2 | 3 |
| or3_1 | 5 |
| or4_1 | 9 |
| xnor2_1 | 18 |
| xor2_1 | 6 |
[through the flow]
stage | std cells | power (mW) | cell area (sq um)
3_5_place_dp | 427 | 0.298 | 3200
5_1_grt | 435 | 0.503 | 3340
4_1_cts | 435 | 0.490 | 3340
6_report | 435 | 0.483 | 3340
2_1_floorplan | 300 | 0.286 | 3030
3_3_place_gp | 427 | 0.298 | 3200
[layout make-up]
cell class | count | area [sq um] | area share (%)
sequential | 65 | 1640 | 49.0
multi-input combinational | 209 | 1290 | 38.7
tap | 133 | 166 | 4.98
clock buffer | 6 | 82.6 | 2.47
clock inverter | 2 | 60.1 | 1.80
inverter | 15 | 56.3 | 1.68
timing repair buffer | 5 | 45.0 | 1.35
[sequential cells by signal, indices dropped and copies added (netlist names), named ones only]
signal and count:
mSetup_ST 2, mI2C_GO 1, u0.END 1, mI2C_CTRL_CLK 1, mI2C_CLK_DIV 16, u0.SCLK 1, iexposure_adj_delay 4, combo_cnt 25
LUT_INDEX 6, u0.SD_COUNTER 7
[power by group]
part	switching [mW]	total, mW	internal, mW	leakage, nW
registers	0.0159	0.280	0.264	0.852
logic	0.00907	0.0132	0.00418	0.370
clock network	0.0674	0.190	0.122	0.0714
[path summary, 6_finish.rpt]
check	endpoint	slack [ps]	cells past startpoint
worst max-delay path	I2C_SCLK	5000	3
worst min-delay path	iexposure_adj_delay[2]	360	0
worst max register to register	combo_cnt[24]	6410	5
worst min register to register	iexposure_adj_delay[2]	360	0
max in group asynchronous	mI2C_CTRL_CLK	5820	5
min in group asynchronous	mI2C_CLK_DIV[6]	530	3
[layer usage]
metal  vias up  routed length, microns  track usage [%]
li1       1047                       -                -
met1       976                    2360             15.7
met2        21                    2100             16.2
met3         3                     102             1.25
met4         0                       8            0.659
met5         -                       0                0
[cell families after synthesis]
kind of cell	count (synthesis)	synth area share (%)
compound gates	52	11.0
xor+xnor	24	6.98
fa+ha+maj	8	3.32
buf+inv	26	3.41
flops	65	54.4
mux	1	0.374
other cells	1	0.124
simple gates	119	20.4
No activity file was given, so power comes from the tool's default toggle rates.
